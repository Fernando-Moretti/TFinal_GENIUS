===== design/flow/run.sh =====
#!/bin/bash
# OpenROAD 26Q1-2900-gdf79404cd8, Yosys 0.63+post, stock flow scripts
make -C /OpenROAD-flow-scripts/flow DESIGN_CONFIG=/design/flow/config.mk WORK_HOME=/design/flow/orfs finish

===== design/flow/config.mk =====
export PLATFORM = sky130hd
export DESIGN_NAME = FSM_clock
export DESIGN_NICKNAME = FSM_clock
export VERILOG_FILES = /design/flow/design.v
export SDC_FILE = /design/flow/constraint.sdc
export NUM_CORES = 4
export LEC_CHECK = 1
export CORE_UTILIZATION = 50

===== design/flow/constraint.sdc =====
current_design FSM_clock

set clk_period 6.4
set clk_io_pct 0.2

create_clock -name clk0 -period $clk_period [get_ports {CLOCK_50}]

set non_clock_inputs [all_inputs -no_clocks]
set_input_delay [expr $clk_period * $clk_io_pct] -clock clk0 $non_clock_inputs
set_output_delay [expr $clk_period * $clk_io_pct] -clock clk0 [all_outputs]

===== design/flow/design.v =====
module FSM_clock(
    reset,
    CLOCK_50,
    C025Hz,
    C05Hz,
    C1Hz,
    C2Hz
);
	input reset, CLOCK_50;
	output reg C025Hz, C05Hz, C1Hz, C2Hz;
    reg [27:0] counter25Hz, counter5Hz, counter1Hz, counter2Hz;
    always @(posedge CLOCK_50 or posedge reset) begin  
        if (reset) begin
            counter25Hz <= 0;
            counter5Hz <= 0;
            counter1Hz <= 0;
            counter2Hz <= 0;
            C025Hz <= 0;      
            C05Hz <= 0;         
            C1Hz <= 0;          
            C2Hz <= 0;          
        end else begin
            counter25Hz <= counter25Hz + 1;
            counter5Hz <= counter5Hz + 1;
            counter1Hz <= counter1Hz + 1;
            counter2Hz <= counter2Hz + 1;
            if (counter25Hz == 199_999_999) begin 
                C025Hz <= ~C025Hz; 
                counter25Hz <= 0; 
            end
            if (counter5Hz == 99_999_999) begin 
                C05Hz <= ~C05Hz; 
                counter5Hz <= 0; 
            end
            if (counter1Hz == 49_999_999) begin 
                C1Hz <= ~C1Hz; 
                counter1Hz <= 0; 
            end
            if (counter2Hz == 24_999_999) begin 
                C2Hz <= ~C2Hz; 
                counter2Hz <= 0; 
            end
        end
    end
endmodule

==> summary.rpt <==
RUN METRICS
----------------------------------------------------
[Run]
  Stage-log warning count ........................ 25
  Number of max-cap violations ........................ 0

[Logic synthesis]
  Adders+Majority by Area ........................ 0.8799%
  Total number of yosys warnings ........................ 1
  Dominant register cell in the synthesized netlist ........................ dfrtp_1
  Mapped cell area ........................ 5688 um2
  Top post-synthesis cells by count ........................ dfrtp_1 (116), nand2_1 (42), nand3_1 (39), nand4_1 (36), a21oi_1 (35)
  Most common cell in the synthesized netlist ........................ dfrtp_1
  Chip area in the Yosys report ........................ 5688 um2
  Fraction of registers with async set/reset ........................ 100.0%
  Gate Count Post-Synth ........................ 571
  Top cell type by total area after synthesis ........................ dfrtp_1
  Sequential fraction of the synthesis area ........................ 51.03%
  Mean area per synthesized cell ........................ 9.961 um2
  Synth flops ........................ 116
  Post-synth EDFFs ........................ 0
  Share of synthesized area spent on multiplexers ........................ 0.1760%
  Distinct cell type count after synthesis ........................ 37
  AO/OA Area Share ........................ 8.997%
  Top cell area share ........................ 51.03%
  Fraction of the mapped netlist area in simple logic gates ........................ 26.68%
  # Cells Yosys ........................ about 570
  Top post-synthesis cells by area ........................ dfrtp_1 (51%), xnor2_1 (5.1%), xor2_1 (5.1%), nand4_1 (4.0%), nand3_1 (3.4%)
  Xor/xnor share ........................ 10.16%
  Logic family by area ........................ simple AND/OR/NAND/NOR gates

[Drt]
  Remaining design rule violation count ........................ 0
  Antenna viol nets, final ........................ 0
  Antenna diodes ........................ 0
  DR vias ........................ 4349
  Number of DRC markers after the initial detailed-route iteration ........................ 299
  Number of optimization iterations in the first detailed-route pass ........................ 5
  Routed Wire Length ........................ 10810 um
  Routed wire length per instance ........................ 14.61 um
  Number of vias per cell after detailed routing ........................ 5.877

[Final layout]
  Final core utilization ........................ around three fifths
  P&R area growth vs syn ........................ 14.74%
  Fraction of final layout cells with drive strength greater than 1 ........................ 8.000%
  Combinational gate area ........................ 2674 um2
  FILL cells ........................ 852
  Design area ........................ 6526 um2
  Area occupied by registers ........................ between 2000 and 3000 um2

[Pwr]
  Overall power consumption ........................ 1.715 mW
  Leakage Power ........................ 2.801 nW
  Power per cell area ........................ 262.8 nW/um2
  Worst VDD drop ........................ 0.2932 mV

[Clock network]
  Number of buffers added by the clock tree synthesis step ........................ 17
  Number of gates resized after CTS ........................ 0
  Number of hold buffers added after CTS ........................ 0
  Setup repair bufs after CTS ........................ 0
  Clock Latency Late Sink ........................ 0.40 ns
  Number of H-tree branching levels ........................ 4
  TritonCTS clock tree ........................ built
  Register clock-pin slew on the reported worst setup and hold paths ........................ roughly 0.050 ns
  Root buffer cell ........................ clkbuf_16
  CTS max path bufs ........................ 2
  Clock sink total ........................ about 120

[Timing]
  Worst-case setup margin in the final layout ........................ roughly 3.9 ns
  Slew at the pin closest to its max-slew limit ........................ 0.7164 ns
  Final critical-path share of the clock period ........................ 39.43%
  Setup repair after global routing missed its margin ........................ false
  Final Skew ........................ 0.005857 ns
  Final Hold Viols ........................ 0
  Slew headroom ........................ 52.24%
  Max-slew violation count ........................ 0
  Post-route setup TNS ........................ 0 ns
  Upper clock frequency limit ........................ 0.3962 GHz
  Count of endpoints failing setup in the final report ........................ 0
  Tmin final ........................ 2.524 ns

[GRT]
  Total routing usage reported by global routing ........................ 20.73%
  Congestion Overflow GR ........................ 0
  Global-route wire length before repair ........................ 18970 um
  Pin count of the biggest net entering global routing ........................ 60
  Via count of the first global-routing pass ........................ 4102
  Number of antenna violations at the first check in global routing ........................ 0

[Run status]
  Run status ........................ completed

[Worst setup path]
  Required @ worst endpoint ........................ slightly below 7 ns
  Start-to-end type of the worst setup path ........................ primary input to async pin
  Max FO, Critical Path ........................ a little under 60
  Worst EP arrival ........................ 2.98 ns
  Critical path endpoint category ........................ async pin
  Category of the worst setup path launch point ........................ primary input

[Floorplanning]
  Die Wd ........................ roughly 110 um
  Die span in y ........................ 108.7 um
  Core box area ........................ roughly 11000 um2
  Floorplan row count ........................ 38
  Chip area ........................ 11810 um2
  I/O pin count ........................ 6
  Starting density of the core ........................ 51.79%

[Placement]
  Routability-driven placement congestion ratio ........................ 0.8533
  Count of port buffers added during placement ........................ 5
  Placed Area ........................ 5913 um2
  Setup WS pre-CTS ........................ 3.337 ns
  Sum of net half-perimeters after detailed placement ........................ between 6000 and 7000 um

[Min path]
  Hold/Removal Path Class ........................ flop to flop

----------------------------------------------------
==> worst max-delay path: stages <==
cell and delay [ns]:
clkdlybuf4s50_1 0.44, inv_4 0.52, buf_4 0.70
==> power by group <==
group / internal, mW / switching (mW)
clock: 0.650 / 0.316
combinational: 0.00105 / 0.0136
sequential: 0.734 / 0
total: 1.39 / 0.329
==> worst paths after layout <==
path	start	end	slack, ns	cells after the start
worst max-delay path	reset	counter2Hz[20]	3.88	3
worst min-delay path	C1Hz	C1Hz	0.46	1
worst max register to register	counter5Hz[4]	counter5Hz[24]	4.06	4
worst min register to register	C1Hz	C1Hz	0.46	1
max in group clk0	C025Hz	C025Hz	3.89	1
min in group asynchronous	reset	C05Hz	1.34	2
==> per-layer routing <==
metal	global-route usage, %	vias to the layer above	wire length (um)
li1	-	2152	-
met2	30.70	63	4866
met5	0	-	0
met3	4.449	17	342
met1	33.41	2117	5441
met4	3.571	0	162
==> sequential cells by signal (all words and copies together), names as in the netlist <==
signal,flops
counter1Hz,28
counter25Hz,28
counter2Hz,28
counter5Hz,28
C025Hz,1
C05Hz,1
C1Hz,1
C2Hz,1
==> placed cells by master, fill, tap and decap left out, drive strengths merged, types with 3 or more instances in the layout <==
master,count
ha,4
xor2,33
clkdlybuf4s50,5
and2,4
nand3,39
bufinv,3
o21ai,21
dfrtp,116
nor4b,7
nor3,15
a31oi,7
nand2,42
nor4,13
buf,7
a31o,5
a21oi,35
nor2,34
xnor2,33
inv,15
clkinv,4
and4,11
or4,19
and3,23
nand4,37
clkbuf,23
o31ai,16
nor2b,4
or3,14
==> area by class of cell <==
class                      instances  area share, %
multi-input combinational        425          40.97
tap                              140          2.684
timing repair buffer              12          1.572
sequential                       116          44.48
clock inverter                     9          1.917
inverter                          15         0.9011
clock buffer                      23          7.477
==> through the flow <==
stage	std cells	hold slack, ns
2_1_floorplan	571	0.4204
3_3_place_gp	708	0.4551
3_5_place_dp	708	0.4563
4_1_cts	740	0.4675
5_1_grt	740	0.4737
6_report	740	0.4618
==> logic make-up (layout without fill, tap and decap cells) <==
kind of cell             after synthesis  in the layout
buffers and inverters                 30             59
flip-flops                           116            116
XOR/XNOR                              66             66
adder cells (fa/ha/maj)                4              4
multiplexers                           1              1
AND/OR/NAND/NOR                      267            267
AND-OR/OR-AND                         87             87
No activity file was given, so power comes from the tool's default toggle rates.

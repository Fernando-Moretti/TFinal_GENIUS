==> flow/design.v <==
module LOGICA (
    input [1:0] REG_SetupLEVEL,  
    input [3:0] ROUND,           
    output reg [7:0] POINTS,       
	 input [1:0] REG_SetupMAPA
);
    always @(*) begin
        case (REG_SetupLEVEL)
            2'b01: POINTS = 8'd1 * ROUND;    
            2'b10: POINTS = 8'd2 * ROUND;    
            2'b11: POINTS = 8'd3 * ROUND;    
            default: POINTS = 8'd0;          
        endcase
    end
endmodule
==> flow/run.sh <==
#!/bin/bash
# OpenROAD 26Q1-2900-gdf79404cd8, Yosys 0.63+post, stock flow scripts
make -C /OpenROAD-flow-scripts/flow DESIGN_CONFIG=/design/flow/config.mk WORK_HOME=/design/flow/orfs finish
==> flow/config.mk <==
export PLATFORM = sky130hd
export DESIGN_NAME = LOGICA
export DESIGN_NICKNAME = LOGICA
export VERILOG_FILES = /design/flow/design.v
export SDC_FILE = /design/flow/constraint.sdc
export NUM_CORES = 4
export LEC_CHECK = 1
export CORE_AREA = 10 10 70 70
export DIE_AREA = 0 0 80 80
==> flow/constraint.sdc <==
current_design LOGICA

set clk_period 1.2
set clk_io_pct 0.2

create_clock -name clk0 -period $clk_period

set non_clock_inputs [all_inputs -no_clocks]
set_input_delay [expr $clk_period * $clk_io_pct] -clock clk0 $non_clock_inputs
set_output_delay [expr $clk_period * $clk_io_pct] -clock clk0 [all_outputs]
==> impl_metrics.json <==
{
  "synth_area_per_cell_sq_um": 7.507,
  "gp_congestion": 0.7013,
  "intPower_uw": 93.36,
  "path_cells": "buf_8, ha_4, inv_2, fa_2, buf_6, xnor2_2, a21oi_1, a21o_1, buf_2",
  "worstPathMaxFanout": 3,
  "viasPerCell": 2.832,
  "drc": 0,
  "grt_pass1_wl_um": 1469,
  "period_needed_ps": 1662,
  "drt_iter0_drc": 5,
  "seq_power_share_pct": 0,
  "port_buffers": 12,
  "chipArea_sq_um": 6400,
  "ys_area_sq_um": 255.2,
  "core_area_sq_um": 3416,
  "crit_required_ps": 960,
  "totalWireLength_um": 817,
  "hold_class": "in -> out",
  "core.rowCount": 21,
  "outcome": "finished with violations",
  "p_per_area_nw_per_um2": 337.9,
  "finalSetupTns_ps": -1563,
  "peakVddDrop_uv": 128.8,
  "nClkBuffers": 0,
  "slowest_delay_ps": 330,
  "cp-end-kind": "output port",
  "overflow": 0,
  "fmax_ghz": 0.6015,
  "grt_start_max_net_pins": 11,
  "ys_warn_count": 1,
  "leakagePower_uw": 0.0002347,
  "synth_cell_type_count": 20,
  "area_delta_synth_final_pct": 87.25,
  "dp_slack_ps": -1260,
  "grt_pass1_vias": 327,
  "clkPwrFrac_pct": 0,
  "place_hpwl_um": 677.7,
  "ctsHoldBuffers": 0,
  "grt_util_all_layers_pct": 2.726,
  "antenna_found_initial": 0,
  "finalClockPeriodUsage_pct": 138.5,
  "hold_viol_final": 0,
  "fill_cells": 396,
  "fp.dieW_um": 80,
  "vias": 269,
  "drive_above_1_share_pct": 55.10,
  "maxCapViolCount": 0,
  "fp_util_pct": 7.473,
  "worst_setup_path_start_kind": "input pin",
  "antenna_left": 0,
  "antenna_cells_inserted": 0,
  "worst_ep_arrival_time_ps": 1420,
  "finalSetupViolCount": 5,
  "nFlopsAndLatches": 0,
  "p_switching_uw": 68.13,
  "netSwitchingFraction_pct": 42.19,
  "wl_per_cell_um": 8.600,
  "seqCellArea_sq_um": 0,
  "final_max_slew_viol_count": 0,
  "power.total_uw": 161.5,
  "pin_count": 16,
  "violations": "setup timing",
  "grt_setup_unrepaired": "true",
  "ys_seq_share_pct": 0,
  "ys_cells": 34,
  "netlist_area_sq_um": 255.2,
  "finalWorstSetupSlack_ps": -462.4,
  "pwr-share-comb_pct": 100.0,
  "syn_inst": 34,
  "critPathKind": "in -> out",
  "holdWs_ps": 784.6,
  "warning_count": 38,
  "first_pass_iters": 4,
  "die_y_um": 80,
  "cp_slowest_cell": "fa_2",
  "comb_area_sq_um": 271.5
}
## worst max-delay path: cells and delay by family
family | cells | cell delay (ps)
AOI/OAI and AO/OA | 2 | 240
buffers and inverters | 4 | 350
xor gates and xnor gates | 1 | 130
adders and majority gates | 2 | 460
## stage by stage
stage	utilization (%)	area [sq um]	cells
global placement	12.67	432.9	91
global route	13.99	478.0	95
floorplan	-	274.0	35
detailed placement	12.67	432.9	91
CTS	13.85	473.0	95
finish	13.99	478.0	95
## cell usage after synthesis
library cell	n	area share (%)
o21ai_1	1	2.0
xnor2_1	1	3.4
mux2i_1	1	3.9
a211o_1	1	3.4
inv_1	4	5.9
nor2_1	2	2.9
and2_2	1	2.9
conb_1	1	1.5
nand2_1	3	4.4
nand2b_1	2	4.9
buf_6	1	4.4
a22o_1	2	6.9
o21ai_0	1	2.0
nand3_2	1	3.9
ha_1	4	20
a21o_1	1	2.9
buf_4	2	5.9
fa_1	1	7.8
a21oi_1	3	5.9
nor2b_4	1	5.4
## kinds of logic (layout without fill, tap and decap cells)
| group | count (synthesis) | in the layout | synth area share [%] |
|---|---|---|---|
| XOR/XNOR | 1 | 1 | 3.432 |
| AND/OR/NAND/NOR | 10 | 10 | 24.51 |
| buffers and inverters | 7 | 21 | 16.17 |
| other | 1 | 2 | 1.469 |
| AND-OR/OR-AND | 9 | 9 | 23.04 |
| multiplexers | 1 | 1 | 3.922 |
| adder cells (fa/ha/maj) | 5 | 5 | 27.45 |
## power groups by stage
| stage | combinational, uW | clock (uW) | sequential (uW) |
|---|---|---|---|
| 4_1_cts | 163 | 0 | 0 |
| 5_1_grt | 185 | 0 | 0 |
| 6_report | 161 | 0 | 0 |
## path summary, 6_finish.rpt
check,start,endpoint,slack (ps),depth (start not counted)
min,ROUND[0],POINTS[1],780,3
max,ROUND[1],POINTS[3],-460,9
## metal layers
layer | share of wire, % | wire length, um | up-vias | track usage [%]
met5 | 0 | 0 | - | 0
met4 | 0 | 0 | 0 | 0
met3 | 10 | 83 | 0 | 1.023
met2 | 29 | 234 | 15 | 3.291
met1 | 61 | 498 | 114 | 4.491
li1 | - | - | 140 | -
## layout make-up
| type | count | area share (%) |
|---|---|---|
| inverters | 4 | 3.141 |
| multi-input cells | 28 | 56.81 |
| well taps | 46 | 12.04 |
| repair buffers | 17 | 28.01 |
## repair_timing
item                                    in CTS  in global routing
gates resized                               51                  3
endpoints found under the setup margin       6                  5
pin swaps                                   10                  4
buffers inserted                             4                  0
hold endpoints to repair                     0                  0
## placed cells by master (no fill, tap or decap), types with 2 or more instances in the layout
cell type,Yosys,layout
a22o_1,2,2
buf_4,2,6
buf_2,0,6
ha_4,0,3
conb_1,1,2
nand2b_1,2,2
inv_2,0,2
buf_6,1,2
inv_1,4,2
nand2_1,3,3
nor2_1,2,2
a21oi_1,3,2
Power is estimated from default activity; no workload was simulated.

===== flow/run.sh =====
#!/bin/bash
# OpenROAD 26Q1-2900-gdf79404cd8, Yosys 0.63+post, stock flow scripts
make -C /OpenROAD-flow-scripts/flow DESIGN_CONFIG=/design/flow/config.mk WORK_HOME=/design/flow/orfs finish

===== flow/config.mk =====
export PLATFORM = sky130hd
export DESIGN_NAME = counterTime
export DESIGN_NICKNAME = counterTime
export VERILOG_FILES = /design/flow/design.v
export SDC_FILE = /design/flow/constraint.sdc
export NUM_CORES = 4
export LEC_CHECK = 1
export CORE_AREA = 10 10 70 70
export DIE_AREA = 0 0 80 80

===== flow/constraint.sdc =====
current_design counterTime

set clk_period 1.2
set clk_io_pct 0.2

create_clock -name clk0 -period $clk_period [get_ports {CLKT}]

set non_clock_inputs [all_inputs -no_clocks]
set_input_delay [expr $clk_period * $clk_io_pct] -clock clk0 $non_clock_inputs
set_output_delay [expr $clk_period * $clk_io_pct] -clock clk0 [all_outputs]

===== flow/design.v =====
module counterTime
# (parameter SIZE = 4)
(
  CLKT,
  R,
  E,
  TEMPO,
end_time,
data
);
input wire CLKT, R, E, data;
output reg [SIZE-1:0] TEMPO;
output reg end_time;
always @(posedge CLKT or posedge R) 
begin
  if(R==1'b1) TEMPO <= 4'b0000;
  else 
  begin
    if ( E == 1'b1) begin
    if (TEMPO == 4'b1001) 
      begin
       TEMPO <= 4'b0000;
       end_time <= 1'b1;
      end
    else begin
      TEMPO <=  TEMPO + 1'b1;
    end_time <= 1'b0;
      end
    end
  end
end
endmodule

==> summary.txt <==
impl run done, here's what came out: Syn. warnings 1, H-tree Lvls 1, Ant. Diodes 0, Floorplan Core Area 3420 µm², fmax 909 MHz, Reg clk slew, reported paths 0.05 ns, DR pass1 iterations 2, vias per inst 2.37, CP delay by family, top flip-flops, WP buf/inv 1, CTS sink cnt 5, Initial DRC Count 3, Critical Path RT 0.96 ns, TritonCTS clock tree yes, DRC Markers 0, GR Overflow Total 0, Post-DRT Antenna Nets 0, fin. max-slew vios 0, clock latency on the worst-skew pair 0.24 ns, most numerous logic cell after layout dlygate4sd2_1, critical-path cell list dlygate4sd2_1, Gate power share 46.2%, IO Count 9, Worst setup SP type flop, Final Critical Period 1.10 ns, Critical Path Sink Type output port, HP Class input pin to asynchronous set/reset pin, Die W 80 µm, status finished, final reports clean, register share after synthesis 55.3%, Max IR drop VDD 0.526 mV, placed insts 76, Layout area overhead 75.5%, starting density of the core 6.89%, share of cells above drive strength 1 31.4%, NetSw 263 µW, Post-synth regs 5, antenna violations before repair 0, GPL Wtd Cong 0.739, TNS Setup 0 ns, Clock power frac 21.9%, DR vias 192, Avg Synthesized Cell Area 11.8 µm², Tcrit/Tclk final 91.7%, Max Cap Viol 0, CTS max path bufs 2, HPWL Detailed 417 µm, max_slew headroom 86.9%, vias in the first global route 211, Setup Skew 0.00665 ns, non-filler cells, final 81, data arrival time of the worst path 0.86 ns, slowest stage delay, CP 0.37 ns, Int Pwr 624 µW, Lkg Pwr 0.000180 µW, Post-Syn Area 235 µm², largest net degree at the start of global routing 7, Fin Hold WS 0.217 ns, synth unique cells 15, Crit Path Class flop to output port, Port Buffers 7, yosys stat chip area 235 µm², first-pass GRT wire length 917 µm, wire per inst 6.35 µm, Slew @ Worst Pin 0.197 ns, final hold vios 0, unrepaired setup endpoints after global routing no, CTS root buffer clkbuf_4, sequential power share 31.8%, chip area 6400 µm², Critical-path top delay cell dfrtp_1, GRT Util Overall 1.79%, sw frac 29.6%, Site Rows 21, Routed Wire Length 514 µm, # Cells Yosys 20, Top Layout Cells 5 x dlygate4sd2_1, 4 x dfrtp_1, 4 x buf_4, 3 x clkbuf_4, dpl ws -0.0786 ns, total CTS buffers 3, OpenROAD warning count 26, maximum fanout along the worst path 2, Gate Count Post-Synth 20, Final WS setup 0.100 ns, final setup fails 0, filler cell count 392, Die H 80 µm, PwrDens 2150 nW/µm²
-- power by group through the flow --
stage	clock network (µW)	registers, µW	logic (µW)
CTS	201	284	422
global route	224	295	466
finish	195	282	410
-- kinds of logic (layout without fill, tap and decap cells) --
group,after synthesis,in the layout,synth area share (%)
buf+inv,1,16,1.59
compound gates,3,3,7.45
xor+xnor,2,2,7.45
simple gates,9,9,28.2
flops,5,5,55.3
-- state kept, by name, summed over array words and instances (netlist names) --
name	cells
TEMPO	4
end_time	1
-- per-stage QoR --
step / utilization, % / instance area, µm² / total power, µW
floorplan: - / 235 / 463
global placement: 11.3 / 385 / 727
detailed placement: 11.3 / 385 / 732
CTS: 12.1 / 413 / 907
global route: 12.1 / 413 / 984
finish: 12.1 / 413 / 887
-- synth_stat cells --
cell type  number  share of area, %
nor2b_2         1               3.7
nand2_2         1               2.7
dfrtp_1         4                43
inv_1           1               1.6
nor3_2          1               4.3
nand2_1         1               1.6
edfxtp_1        1                13
a21o_1          1               3.2
xnor2_1         1               3.7
nor2b_1         2               5.3
xor2_1          1               3.7
and4b_1         1               4.3
o21ai_1         2               4.3
and3b_2         1               4.3
nand3_1         1               2.1
-- worst register-to-register path, stage by stage, from the launching register on --
cell and delay, ns:
dfrtp_1 0.37, buf_4 0.14, nor2b_2 0.16, and3b_2 0.19
-- area by class of cell --
type	count	area, µm²	share of cell area [%]
Sequential cell	5	130	31.5
Tap cell	46	57.6	13.9
Inverter	1	3.75	0.909
Multi-Input combinational cell	14	101	24.5
Clock buffer	4	26.3	6.36
Timing Repair Buffer	11	93.8	22.7
-- repair_timing --
action	CTS	global route
setup endpoints to repair	5	0
buffers inserted	1	0
resized	5	0
hold buffers	0	0
-- layer usage --
metal  share of wire [%]  vias to the layer above  track usage, %  wire, µm
met5                   0                        -               0         0
met2                  49                        7            2.73       252
met4                   0                        0           0.528         0
met3                 9.5                        0            1.25        49
met1                  41                       87            1.95       212
li1                    -                       98               -         -
-- path summary, 6_finish.rpt --
kind / from / end / slack [ns] / cells past startpoint
max: TEMPO[0] / TEMPO[0] / 0.10 / 1
min: R / TEMPO[0] / 0.22 / 2
max reg2reg: TEMPO[3] / end_time / 0.10 / 3
min reg2reg: TEMPO[2] / TEMPO[2] / 0.58 / 2
max in group asynchronous: R / TEMPO[1] / 0.83 / 2
min in group clk0: TEMPO[2] / TEMPO[2] / 0.58 / 2
Power is estimated from default activity; no workload was simulated.
